==> /design/flow/design.v <==
interface alu_ops;
    logic add_op;
    logic sub_op;
    logic and_op;
    logic or_op;
    logic xor_op;
    logic sll_op;
    logic srl_op;
    logic sra_op;
    logic slt_op;
    logic lui_op;
    logic auipc_op;
    logic mul_op;
    logic mulh_op;
    logic mulhsu_op;
    logic div_op;
    logic rem_op;
    logic is_unsign;
    logic is_word;
    modport src(output add_op, sub_op, and_op, or_op, xor_op,
                sll_op, srl_op, sra_op, slt_op, lui_op, auipc_op,
                mul_op, mulh_op, mulhsu_op, div_op, rem_op,
                is_unsign, is_word);
    modport dst(input add_op, sub_op, and_op, or_op, xor_op,
                sll_op, srl_op, sra_op, slt_op, lui_op, auipc_op,
                mul_op, mulh_op, mulhsu_op, div_op, rem_op,
                is_unsign, is_word);
endinterface
interface bj_ops;
    logic beq_op;
    logic bne_op;
    logic blt_op;
    logic bge_op;
    logic bltu_op;
    logic bgeu_op;
    logic jal_op;
    logic jalr_op;
    modport src(output beq_op, bne_op, blt_op, bge_op, bltu_op, bgeu_op,
                jal_op, jalr_op);
    modport dst(input beq_op, bne_op, blt_op, bge_op, bltu_op, bgeu_op,
                jal_op, jalr_op);
endinterface
interface io_ops;
    logic       load_op;
    logic       store_op;
    logic       amo_add_op;
    logic       amo_swap_op;
    logic       lr_op;
    logic       sc_op;
    logic       amo_xor_op;
    logic       amo_or_op;
    logic       amo_and_op;
    logic       amo_min_op;
    logic       amo_max_op;
    logic       amo_minu_op;
    logic       amo_maxu_op;
    logic [2:0] size;
    logic [7:0] mask;
    modport src(output load_op, store_op, amo_add_op, amo_swap_op,
                lr_op, sc_op, amo_xor_op, amo_or_op, amo_and_op,
                amo_min_op, amo_max_op, amo_minu_op, amo_maxu_op,
                size, mask);
    modport dst(input load_op, store_op, amo_add_op, amo_swap_op,
                lr_op, sc_op, amo_xor_op, amo_or_op, amo_and_op,
                amo_min_op, amo_max_op, amo_minu_op, amo_maxu_op,
                size, mask);
endinterface
interface sys_ops;
    logic ecall_op;
    logic ebreak_op;
    logic mret_op;
    logic wfi_op;
    logic csrrw_op;
    logic csrrs_op;
    logic csrrc_op;
    logic [11:0] csr_addr;
    modport src(output ecall_op, ebreak_op, mret_op, wfi_op,
                csrrw_op, csrrs_op, csrrc_op, csr_addr);
    modport dst(input ecall_op, ebreak_op, mret_op, wfi_op,
                csrrw_op, csrrs_op, csrrc_op, csr_addr);
endinterface
interface tilelink;
    logic [2:0]     a_opcode;
    logic [2:0]     a_param;
    logic [2:0]     a_size;
    logic [3:0]     a_source;
    logic [63:0]    a_address;
    logic [7:0]     a_mask;
    logic [63:0]    a_data;
    logic           a_corrupt;
    logic           a_valid;
    logic           a_ready;
    logic [2:0]     d_opcode;
    logic [1:0]     d_param;
    logic [2:0]     d_size;
    logic [3:0]     d_source;
    logic [5:0]     d_sink;
    logic           d_denied;
    logic [63:0]    d_data;
    logic           d_corrupt;
    logic           d_valid;
    logic           d_ready;
    modport master(output a_opcode, a_param, a_size, a_source, a_address,
                   a_mask, a_data, a_corrupt, a_valid, input a_ready,
                   input d_opcode, d_param, d_size, d_source, d_sink,
                   d_denied, d_data, d_corrupt, d_valid, output d_ready);
    modport slave(input a_opcode, a_param, a_size, a_source, a_address,
                  a_mask, a_data, a_corrupt, a_valid, output a_ready,
                  output d_opcode, d_param, d_size, d_source, d_sink,
                  d_denied, d_data, d_corrupt, d_valid, input d_ready);
endinterface
`timescale 1ns / 1ps
localparam MISA_INIT_VAL = {
    2'b10,   
    36'b0,   
    1'b0,    
    1'b0,    
    1'b0,    
    1'b0,    
    1'b0,    
    1'b1,    
    1'b0,    
    1'b1,    
    1'b0,    
    1'b0,    
    1'b0,    
    1'b0,    
    1'b0,    
    1'b1,    
    1'b0,    
    1'b0,    
    1'b0,    
    1'b1,    
    1'b0,    
    1'b0,    
    1'b0,    
    1'b0,    
    1'b0,    
    1'b1,    
    1'b0,    
    1'b1     
};
module csr_ecall (
    sys_ops.dst         sys_ops,
    input  wire [1:0]   priv,
    input  wire [4:0]   cause_in,
    input  wire [63:0]  tval_in,
    output wire [4:0]   cause_out,
    output wire [63:0]  tval_out
);
    wire op_csr = sys_ops.csrrw_op | sys_ops.csrrs_op | sys_ops.csrrc_op;
    assign tval_out = cause_in ? tval_in : {12{op_csr}} & sys_ops.csr_addr;
    wire ecall_op = sys_ops.ecall_op;
    assign cause_out = cause_in ? cause_in :
            (({5{ecall_op & (priv == 2'b00)}} & 5'h18) |
             ({5{ecall_op & (priv == 2'b01)}} & 5'h19) |
             ({5{ecall_op & (priv == 2'b11)}} & 5'h1b) |
             ({5{sys_ops.ebreak_op}} & 5'h13) |
             ({5{sys_ops.mret_op}}   & 5'h1)    |
             ({5{sys_ops.csrrw_op}}  & 5'h3)  |
             ({5{sys_ops.csrrs_op}}  & 5'h4)  |
             ({5{sys_ops.csrrc_op}}  & 5'h5));
endmodule
==> /design/flow/run.sh <==
#!/bin/bash
# OpenROAD 26Q1-2900-gdf79404cd8, Yosys 0.63+post, stock flow scripts
make -C /OpenROAD-flow-scripts/flow DESIGN_CONFIG=/design/flow/config.mk WORK_HOME=/design/flow/orfs finish
==> /design/flow/config.mk <==
export PLATFORM = sky130hd
export DESIGN_NAME = csr_ecall
export DESIGN_NICKNAME = csr_ecall
export VERILOG_FILES = /design/flow/design.v
export SDC_FILE = /design/flow/constraint.sdc
export NUM_CORES = 4
export LEC_CHECK = 1
export CORE_AREA = 10 10 72 72
export DIE_AREA = 0 0 82 82
==> /design/flow/constraint.sdc <==
current_design csr_ecall

set clk_period 5.1
set clk_io_pct 0.2

create_clock -name clk0 -period $clk_period

set non_clock_inputs [all_inputs -no_clocks]
set_input_delay [expr $clk_period * $clk_io_pct] -clock clk0 $non_clock_inputs
set_output_delay [expr $clk_period * $clk_io_pct] -clock clk0 [all_outputs]
==> results.yml <==
# generated from flow reports
status:
  outcome: "completed"
timing:
  layout_setup_ws_ns: 1.06
  finalHoldViolCount: 0
  slew_violations: 0
  rsz0062_at_grt: "no"
  fmax_ghz: 0.248
  setup_viol_count_final: 0
  fin_tns_setup_ns: 0
  slew_headroom_pct: 57.6
  tightest_slew_ns: 0.634
  period_needed_ns: 4.04
  fin_crit_sh_pct: 79.2
clock_tree:
  post_cts_resized: 0
  post_cts_buffers: 0
  cts_hold_buffers: 0
critical_path:
  critPathArrivalTime_ns: 3.02
  max_stage_delay_ns: 0.54
  end_kind: "output pin"
  crit_buf_inv: 3
  crit_slowest_cell: "nor2_4"
  cp_top_family: "buffers and inverters"
  worstPathCellList: "clkdlybuf4s50_1, nor2_4, buf_4, a21boi_0, clkdlybuf4s50_1"
  cp_data_required_time_ns: 4.08
  critPathLaunchType: "input pin"
  cp_common_cell: "clkdlybuf4s50_1"
  crit_path_max_fanout: 36
  path_class: "in -> out"
logic_synthesis:
  area_leaders: "a21boi_0 70%, buf_2 9.0%, a21boi_1 8.6%, nor3_4 2.7%, o21bai_1 2.4%"
  yosys_cells: 87
  ys_sh_aoi_pct: 83.5
  ys_chip_area_sq_um: 613
  simple_gate_share_pct: 5.71
  ys_seq_share_pct: 0
  syn_area_sq_um: 613
  logic_family: "AND-OR/OR-AND gates"
  mux_share_pct: 0
  synth_cell_type_count: 10
  ys_sh_adder_pct: 0
  top_area_cell: "a21boi_0"
  synth.avg_cell_area_sq_um: 7.05
  synth-warning-count: 21
  ys_sh_xor_pct: 0
  top_area_share_pct: 69.8
  synth_cells: 87
power_and_ir_drop:
  p_sw_mw: 0.0329
  p_total_mw: 0.144
  powerDensity_mw_per_mm2: 71.4
  ir_drop_v: 0.0000272
  power.leakage_nw: 0.741
  p_int_mw: 0.111
  p_seq_share_pct: 0
  p_clk_share_pct: 0
  combPwrFrac_pct: 100.0
  switching_share_pct: 22.9
finish:
  drive_gt1_share_pct: 2.82
  nClkBuffers: 0
  logic_area_sq_um: 554
  flop-count: 0
  nFillCells: 342
  register_area_sq_um: 0
  area_growth_pct: 228
floorplan:
  fp.coreArea_sq_mm: 0.00369
  ios: 140
  dieArea_sq_mm: 0.00672
  fp_util_pct: 16.6
  dieHeight_um: 82
  core.rowCount: 22
  dieWidth_um: 82
drt:
  drtIter0Drc: 33
  wl_um: 4580
  wire_per_inst_um: 17.5
  ant_nets: 0
  num_vias: 1129
  dr.pass1.iters: 4
  viasPerCell: 4.33
  antenna_cells: 0
  drc: 0
global_route:
  grt_max_degree: 56
  antenna_found_initial: 0
  grt_pass1_vias: 1041
  grt_pass1_wl_um: 6180
  grt.total_usage_pct: 11.6
  overflow: 0
place:
  port-buffer-count: 138
  post-place-ws_ns: 1.05
  dp_hpwl_um: 4030
  place_congestion: 0.832
job:
  maxCapViolCount: 0
  warnings: 34
hold_path:
  hold_class: "in -> out"
## cell type report
class / count / share of cell area, %
tap: 48 / 2.99
multi-input combinational: 73 / 27.6
timing repair buffer: 140 / 69.4
## path summary, 6_finish.rpt
kind              depth (start not counted)            to   startpoint  slack, ns
hold / removal                            3  tval_out[40]  tval_in[40]       2.94
setup / recovery                          5  tval_out[39]  cause_in[0]       1.06
## synthesized netlist by cell type (all sizes together)
cell type   n
nor2        3
clkbuf      3
a21boi     64
buf        11
o21bai      2
a21o        2
nor3        1
or3         1
## routing by layer
layer	global-route usage [%]	part of all wire [%]	up-vias	routed length (um)
met4	0.680	0.55	0	25
met3	7.05	19	2	864
li1	-	-	578	-
met2	17.7	40	90	1810
met1	14.2	41	459	1880
met5	0	0	-	0
## metrics by stage
step | cells | utilization, % | hold WS [ns] | instance area (sq um)
floorplan | 87 | - | 2.07 | 613
global placement | 261 | 54.5 | 2.95 | 2010
detailed placement | 261 | 54.5 | 2.95 | 2010
CTS | 261 | 54.5 | 2.95 | 2010
global route | 261 | 54.5 | 2.96 | 2010
finish | 261 | 54.5 | 2.94 | 2010
## worst min-delay path, stage by stage
cell and delay (ns):
clkdlybuf4s50_1 0.39, a21boi_0 0.12, clkdlybuf4s50_1 0.40
## cell usage in the layout (no fill, tap or decap), drive strengths merged
master	Yosys	routed
a21boi	64	64
a21o	2	2
buf	11	2
clkdlybuf4s50	0	138
nor2	3	3
nor3	1	1
o21bai	2	2
or3	1	1
## kinds of logic (layout without fill, tap and decap cells)
| family | after synthesis | in the layout |
|---|---|---|
| compound gates | 68 | 68 |
| buf+inv | 14 | 140 |
| simple gates | 5 | 5 |
## power groups by stage
stage                 clock [mW]  sequential (mW)  combinational (mW)
after CTS                      0                0               0.147
after global routing           0                0               0.156
final                          0                0               0.144
Power is estimated from default activity; no workload was simulated.
