[flow/run.sh]
#!/bin/bash
# OpenROAD 26Q1-2900-gdf79404cd8, Yosys 0.63+post, stock flow scripts
make -C /OpenROAD-flow-scripts/flow DESIGN_CONFIG=/design/flow/config.mk WORK_HOME=/design/flow/orfs finish
[flow/config.mk]
export PLATFORM = sky130hd
export DESIGN_NAME = dec16
export DESIGN_NICKNAME = dec16
export VERILOG_FILES = /design/flow/design.v
export SDC_FILE = /design/flow/constraint.sdc
export NUM_CORES = 4
export LEC_CHECK = 1
export CORE_AREA = 10 10 104 104
export DIE_AREA = 0 0 114 114
[flow/constraint.sdc]
current_design dec16

set clk_period 7.0
set clk_io_pct 0.2

create_clock -name clk0 -period $clk_period

set non_clock_inputs [all_inputs -no_clocks]
set_input_delay [expr $clk_period * $clk_io_pct] -clock clk0 $non_clock_inputs
set_output_delay [expr $clk_period * $clk_io_pct] -clock clk0 [all_outputs]
[flow/design.v]
interface alu_ops;
    logic add_op;
    logic sub_op;
    logic and_op;
    logic or_op;
    logic xor_op;
    logic sll_op;
    logic srl_op;
    logic sra_op;
    logic slt_op;
    logic lui_op;
    logic auipc_op;
    logic mul_op;
    logic mulh_op;
    logic mulhsu_op;
    logic div_op;
    logic rem_op;
    logic is_unsign;
    logic is_word;
    modport src(output add_op, sub_op, and_op, or_op, xor_op,
                sll_op, srl_op, sra_op, slt_op, lui_op, auipc_op,
                mul_op, mulh_op, mulhsu_op, div_op, rem_op,
                is_unsign, is_word);
    modport dst(input add_op, sub_op, and_op, or_op, xor_op,
                sll_op, srl_op, sra_op, slt_op, lui_op, auipc_op,
                mul_op, mulh_op, mulhsu_op, div_op, rem_op,
                is_unsign, is_word);
endinterface
interface bj_ops;
    logic beq_op;
    logic bne_op;
    logic blt_op;
    logic bge_op;
    logic bltu_op;
    logic bgeu_op;
    logic jal_op;
    logic jalr_op;
    modport src(output beq_op, bne_op, blt_op, bge_op, bltu_op, bgeu_op,
                jal_op, jalr_op);
    modport dst(input beq_op, bne_op, blt_op, bge_op, bltu_op, bgeu_op,
                jal_op, jalr_op);
endinterface
interface io_ops;
    logic       load_op;
    logic       store_op;
    logic       amo_add_op;
    logic       amo_swap_op;
    logic       lr_op;
    logic       sc_op;
    logic       amo_xor_op;
    logic       amo_or_op;
    logic       amo_and_op;
    logic       amo_min_op;
    logic       amo_max_op;
    logic       amo_minu_op;
    logic       amo_maxu_op;
    logic [2:0] size;
    logic [7:0] mask;
    modport src(output load_op, store_op, amo_add_op, amo_swap_op,
                lr_op, sc_op, amo_xor_op, amo_or_op, amo_and_op,
                amo_min_op, amo_max_op, amo_minu_op, amo_maxu_op,
                size, mask);
    modport dst(input load_op, store_op, amo_add_op, amo_swap_op,
                lr_op, sc_op, amo_xor_op, amo_or_op, amo_and_op,
                amo_min_op, amo_max_op, amo_minu_op, amo_maxu_op,
                size, mask);
endinterface
interface sys_ops;
    logic ecall_op;
    logic ebreak_op;
    logic mret_op;
    logic wfi_op;
    logic csrrw_op;
    logic csrrs_op;
    logic csrrc_op;
    logic [11:0] csr_addr;
    modport src(output ecall_op, ebreak_op, mret_op, wfi_op,
                csrrw_op, csrrs_op, csrrc_op, csr_addr);
    modport dst(input ecall_op, ebreak_op, mret_op, wfi_op,
                csrrw_op, csrrs_op, csrrc_op, csr_addr);
endinterface
interface tilelink;
    logic [2:0]     a_opcode;
    logic [2:0]     a_param;
    logic [2:0]     a_size;
    logic [3:0]     a_source;
    logic [63:0]    a_address;
    logic [7:0]     a_mask;
    logic [63:0]    a_data;
    logic           a_corrupt;
    logic           a_valid;
    logic           a_ready;
    logic [2:0]     d_opcode;
    logic [1:0]     d_param;
    logic [2:0]     d_size;
    logic [3:0]     d_source;
    logic [5:0]     d_sink;
    logic           d_denied;
    logic [63:0]    d_data;
    logic           d_corrupt;
    logic           d_valid;
    logic           d_ready;
    modport master(output a_opcode, a_param, a_size, a_source, a_address,
                   a_mask, a_data, a_corrupt, a_valid, input a_ready,
                   input d_opcode, d_param, d_size, d_source, d_sink,
                   d_denied, d_data, d_corrupt, d_valid, output d_ready);
    modport slave(input a_opcode, a_param, a_size, a_source, a_address,
                  a_mask, a_data, a_corrupt, a_valid, output a_ready,
                  output d_opcode, d_param, d_size, d_source, d_sink,
                  d_denied, d_data, d_corrupt, d_valid, input d_ready);
endinterface
module dec16 (
    input wire [15:0]   inst,
    output wire [4:0]   rd,
    output wire [4:0]   rs1,
    output wire [4:0]   rs2,
    output wire [63:0]  imm,
    output wire         with_imm,
    alu_ops.src         alu_ops,
    io_ops.src          io_ops,
    bj_ops.src          bj_ops,
    sys_ops.src         sys_ops
);
    wire [1:0] op = inst[1:0];
    wire [2:0] funct3 = inst[15:13];
    wire bit12 = inst[12];
    wire c_00_000 = (op == 2'b00) & (funct3 == 3'b000);
    wire c_00_010 = (op == 2'b00) & (funct3 == 3'b010);
    wire c_00_011 = (op == 2'b00) & (funct3 == 3'b011);
    wire c_00_110 = (op == 2'b00) & (funct3 == 3'b110);
    wire c_00_111 = (op == 2'b00) & (funct3 == 3'b111);
    wire c_01_000 = (op == 2'b01) & (funct3 == 3'b000);
    wire c_01_001 = (op == 2'b01) & (funct3 == 3'b001);
    wire c_01_010 = (op == 2'b01) & (funct3 == 3'b010);
    wire c_01_011 = (op == 2'b01) & (funct3 == 3'b011);
    wire c_01_100 = (op == 2'b01) & (funct3 == 3'b100);
    wire c_01_101 = (op == 2'b01) & (funct3 == 3'b101);
    wire c_01_110 = (op == 2'b01) & (funct3 == 3'b110);
    wire c_01_111 = (op == 2'b01) & (funct3 == 3'b111);
    wire c_10_000 = (op == 2'b10) & (funct3 == 3'b000);
    wire c_10_010 = (op == 2'b10) & (funct3 == 3'b010);
    wire c_10_011 = (op == 2'b10) & (funct3 == 3'b011);
    wire c_10_100 = (op == 2'b10) & (funct3 == 3'b100);
    wire c_10_110 = (op == 2'b10) & (funct3 == 3'b110);
    wire c_10_111 = (op == 2'b10) & (funct3 == 3'b111);
    wire [4:0] rd_rs1 = inst[11:7];
    wire rd_rs1_zero = ~(|rd_rs1);
    wire [4:0] rs2_bits = inst[6:2];
    wire rs2_zero = ~(|rs2_bits);
    wire rc_addi4spn = c_00_000;
    wire rc_lw       = c_00_010;
    wire rc_ld       = c_00_011;
    wire rc_sw       = c_00_110;
    wire rc_sd       = c_00_111;
    wire rc_lwsp = c_10_010;
    wire rc_ldsp = c_10_011;
    wire rc_swsp = c_10_110;
    wire rc_sdsp = c_10_111;
    wire rc_nop   = c_01_000 & rd_rs1_zero;
    wire rc_addi  = c_01_000 & ~rd_rs1_zero;
    wire rc_addiw = c_01_001 & ~rd_rs1_zero;
    wire rc_li   = c_01_010;
    wire rc_j    = c_01_101;
    wire rc_jr   = c_10_100 & ~bit12 & rs2_zero;
    wire rc_mv   = c_10_100 & ~bit12 & ~rs2_zero;
    wire rc_jalr = c_10_100 & bit12 & rs2_zero;
    wire rc_add  = c_10_100 & bit12 & ~rs2_zero;
    wire rc_addi16sp = c_01_011 & (rd_rs1 == 5'b00010);
    wire rc_lui      = c_01_011 & (rd_rs1 != 5'b00010);
    wire rc_srli = c_01_100 & (inst[11:10] == 2'b00);
    wire rc_srai = c_01_100 & (inst[11:10] == 2'b01);
    wire rc_andi = c_01_100 & (inst[11:10] == 2'b10);
    wire rc_sub  = c_01_100 & (inst[12:10] == 3'b011) & (inst[6:5] == 2'b00);
    wire rc_xor  = c_01_100 & (inst[12:10] == 3'b011) & (inst[6:5] == 2'b01);
    wire rc_or   = c_01_100 & (inst[12:10] == 3'b011) & (inst[6:5] == 2'b10);
    wire rc_and  = c_01_100 & (inst[12:10] == 3'b011) & (inst[6:5] == 2'b11);
    wire rc_subw = c_01_100 & (inst[12:10] == 3'b111) & (inst[6:5] == 2'b00);
    wire rc_addw = c_01_100 & (inst[12:10] == 3'b111) & (inst[6:5] == 2'b01);
    wire rc_beqz = c_01_110;
    wire rc_bnez = c_01_111;
    wire rc_slli = c_10_000;
    wire rc_ebreak = c_10_100 & bit12 & rd_rs1_zero;
    wire [63:0] i_imm = {{58{inst[12]}}, inst[12], inst[6:2]};
    wire [63:0] ui_imm = {58'b0, inst[12], inst[6:2]};
    wire [63:0] j_imm = {{52{inst[12]}}, inst[12], inst[8], inst[10:9],
                         inst[6], inst[7], inst[2], inst[11], inst[5:3],
                         1'b0};
    wire [63:0] d_imm = {{54{inst[12]}}, inst[12], inst[4:3],
                         inst[5], inst[2], inst[6], 4'b0};
    wire [63:0] n_imm = {55'b0, inst[10:7], inst[12:11],
                         inst[5], inst[6], 2'b00};
    wire [63:0] u_imm = {57'b0, inst[5], inst[12:10], inst[6], 2'b00};
    wire [63:0] u_imm_d = {56'b0, inst[6:5], inst[12:10], 3'b000};
    wire [63:0] b_imm = {{55{inst[12]}}, inst[12], inst[6:5], inst[2],
                         inst[11:10], inst[4:3], 1'b0};
    wire [63:0] lwsp_imm = {56'b0, inst[3:2], inst[12], inst[6:4], 2'b00};
    wire [63:0] ldsp_imm = {55'b0, inst[4:2], inst[12], inst[6:5], 3'b000};
    wire [63:0] swsp_imm = {56'b0, inst[8:7], inst[12:9], 2'b00};
    wire [63:0] sdsp_imm = {55'b0, inst[9:7], inst[12:10], 3'b000};
    assign rd = ({5{rc_mv|rc_add|rc_li|
                    rc_addi|rc_addiw|rc_lui|rc_addi16sp|
                    rc_slli|
                    rc_lwsp|rc_ldsp}} & rd_rs1) |
                ({5{rc_addi4spn|rc_lw|rc_ld}} & {2'b01, inst[4:2]}) |
                ({5{rc_jalr}} & 5'b00001) |
                ({5{rc_andi|rc_sub|rc_xor|rc_or|rc_and|
                    rc_subw|rc_addw|rc_srli|rc_srai}} & {2'b01, inst[9:7]});
    assign rs1 = ({5{rc_jr|rc_jalr|rc_add|rc_addi|rc_addiw|
                     rc_slli|rc_addi16sp}} & rd_rs1) |
                 ({5{rc_lw|rc_ld|rc_sw|rc_sd|
                     rc_andi|rc_sub|rc_xor|rc_or|rc_and|rc_subw|rc_addw|
                     rc_beqz|rc_bnez|rc_srli|rc_srai}} & {2'b01, inst[9:7]}) |
                 ({5{rc_addi4spn|rc_lwsp|rc_ldsp|rc_swsp|rc_sdsp}} & 5'b00010);
    assign rs2 = ({5{rc_mv|rc_add|rc_swsp|rc_sdsp}} & rs2_bits) |
                 ({5{rc_sw|rc_sd|rc_sub|rc_xor|rc_or|rc_and|
                     rc_subw|rc_addw}} & {2'b01, inst[4:2]});
    assign imm = ({64{rc_j}} & j_imm) |
                 ({64{rc_li|rc_addi|rc_addiw|rc_andi}} & i_imm) |
                 ({64{rc_slli|rc_srli|rc_srai}} & ui_imm) |
                 ({64{rc_addi16sp}} & d_imm) |
                 ({64{rc_addi4spn}} & n_imm) |
                 ({64{rc_lw|rc_sw}} & u_imm) |
                 ({64{rc_ld|rc_sd}} & u_imm_d) |
                 ({64{rc_beqz|rc_bnez}} & b_imm) |
                 ({64{rc_lwsp}} & lwsp_imm) | ({64{rc_ldsp}} & ldsp_imm) |
                 ({64{rc_swsp}} & swsp_imm) | ({64{rc_sdsp}} & sdsp_imm) |
                 ({64{rc_lui}} & {i_imm[51:0], 12'b0});
    assign with_imm = rc_j | rc_li | rc_addi | rc_addiw | rc_lui |
                      rc_lw | rc_ld | rc_sw | rc_sd | rc_andi |
                      rc_lwsp | rc_ldsp | rc_swsp | rc_sdsp |
                      rc_slli | rc_srli | rc_srai |
                      rc_addi16sp | rc_addi4spn;
    wire add_op = rc_add | rc_addi | rc_addiw | rc_addw |
                  rc_mv | rc_li | rc_addi16sp | rc_addi4spn |
                  rc_lw | rc_ld | rc_sw | rc_sd |
                  rc_lwsp | rc_ldsp | rc_swsp | rc_sdsp;
    assign alu_ops.add_op    = add_op;
    assign alu_ops.sub_op    = rc_sub | rc_subw;
    assign alu_ops.and_op    = rc_and | rc_andi;
    assign alu_ops.or_op     = rc_or;
    assign alu_ops.xor_op    = rc_xor;
    assign alu_ops.sll_op    = rc_slli;
    assign alu_ops.srl_op    = rc_srli;
    assign alu_ops.sra_op    = rc_srai;
    assign alu_ops.slt_op    = 1'b0;
    assign alu_ops.lui_op    = rc_lui;
    assign alu_ops.auipc_op  = 1'b0;
    assign alu_ops.mul_op    = 1'b0;
    assign alu_ops.mulh_op   = 1'b0;
    assign alu_ops.mulhsu_op = 1'b0;
    assign alu_ops.div_op    = 1'b0;
    assign alu_ops.rem_op    = 1'b0;
    assign alu_ops.is_unsign = 1'b0;
    assign alu_ops.is_word   = rc_subw | rc_addw | rc_addiw;
    assign io_ops.load_op = rc_lw | rc_ld | rc_lwsp | rc_ldsp;
    assign io_ops.store_op = rc_sw | rc_sd | rc_swsp | rc_sdsp;
    assign io_ops.amo_add_op = 1'b0;
    assign io_ops.amo_swap_op = 1'b0;
    assign io_ops.lr_op = 1'b0;
    assign io_ops.sc_op = 1'b0;
    assign io_ops.amo_xor_op = 1'b0;
    assign io_ops.amo_or_op = 1'b0;
    assign io_ops.amo_and_op = 1'b0;
    assign io_ops.amo_min_op = 1'b0;
    assign io_ops.amo_max_op = 1'b0;
    assign io_ops.amo_minu_op = 1'b0;
    assign io_ops.amo_maxu_op = 1'b0;
    assign io_ops.size = {1'b0, funct3[1:0]};
    assign io_ops.mask = {{4{funct3[1]&funct3[0]}}, {2{funct3[1]}},
                          funct3[1]|funct3[0], 1'b1};
    assign bj_ops.beq_op = rc_beqz;
    assign bj_ops.bne_op = rc_bnez;
    assign bj_ops.blt_op = 1'b0;
    assign bj_ops.bge_op = 1'b0;
    assign bj_ops.bltu_op = 1'b0;
    assign bj_ops.bgeu_op = 1'b0;
    assign bj_ops.jal_op = rc_j;
    assign bj_ops.jalr_op = rc_jr | rc_jalr;
    assign sys_ops.ecall_op  = 1'b0;
    assign sys_ops.ebreak_op = rc_ebreak;
    assign sys_ops.mret_op   = 1'b0;
    assign sys_ops.wfi_op    = 1'b0;
    assign sys_ops.csrrw_op = 1'b0;
    assign sys_ops.csrrs_op = 1'b0;
    assign sys_ops.csrrc_op = 1'b0;
    assign sys_ops.csr_addr = 12'b0;
endmodule
==> run notes <==
flow finished, numbers: WHS Endpoint rd[4], stage-log warning count 32, Core Box Area between 8000 and 9000 um2, FF/Latch Area 0 um2, number of design-rule violations left by the first detailed-router iteration 195, endpoints failing hold 0, unrepaired setup endpoints after global routing no, die width 114 um, number of antenna violations at the first check in global routing 0, total power divided by cell area around 56 nW/um2, number of cell instances after yosys synthesis 206, synth unique cells 47, Final Max-Slew Violation Tally 0, Fmax achieved 165 MHz, Post-Route Setup TNS 0 ns, final core utilization 23.3%, data required time of the critical path between 5 and 6 ns, Area Growth Syn to Fin 56.4%, cell resize tally after clock tree synthesis 0, post-CTS repair timing setup buffer count 0, final antenna diode count 0, Critical Path Start Type input port, top area cells in the synthesized netlist buf_4 27%, nand2_1 5.2%, o21ai_0 4.6%, number of max-cap violations 0, arrival time of data at the critical path endpoint ~4.7 ns, num sequential 0, first-pass GRT wire length 8.65 mm, post-DR vias/cell 4.37, clock period minus worst slack approximately 6 ns, summed instance area of the synthesized netlist ~1300 um2, Worst Path Class, Setup input port to primary output, mean routed wirelength per cell about 16 um, Final Routed Wirelength roughly 5.8 mm, Die Height ~110 um, start point of the worst hold path inst[11], final-report setup violation count 0, maximum number of pins on one net before global-route repair ~48, sequential-to-total area share from yosys stat 0%, Leak 0.000778 uW, DR DRC count 0, number of instances in the placed design about 360, leading cell type in the layout, fill and taps excluded clkdlybuf4s50_1, area share, top type 26.7%, Min-Delay Path Class input port to primary output, Max-Slew Margin vs Limit ~44%, Mean Syn Cell Area 6.27 um2, share of the core filled by cells before placement between 10% and 20%, chip area in the Yosys report between 1000 and 1500 um2, period utilization between 80% and 90%, transition time of the tightest slew-check pin around 0.84 ns, Top Layout Cells 96 x clkdlybuf4s50_1, 18 x nand2_1, 12 x o21ai_0, 10 x nor2_1, 10 x a21oi_1, PnR Total Power between 100 and 150 uW, count of clock-net buffers in the final layout 0, gr ovfl total 0, Total GRT Usage under 10%, PortBufs ~96, Yosys Warn Count between 90 and 100, Chip Footprint about 13000 um2, number of detailed-routing iterations run before antenna repair 4, number of vias in the routed layout approximately 1600, Worst Hold Depth 3, CP Max Fanout approximately 47, sum of net half-perimeters after detailed placement 4.73 mm, post-route insts no fill about 360, worst hold slack after final layout slightly below 4 ns, Boundary Pins roughly 96, Row Count 34, Max IR drop VDD between 0.00002 and 0.00003 V, vias in the first global route about 1500, Final GP Congestion ~0.83, post-detailed-route count of antenna-violating nets 0, count of mapped cells out of synthesis about 210, status complete, no violations, number of fill cells 977, largest area contributor in the netlist buf_4, CTS hold repair buffers 0, ratio of cells with drive above 1 in the final layout around 5.7%, sort of element at the end of the critical path primary output
[where the power goes]
part	total [uW]	leakage, uW	switching (uW)	internal [uW]
registers	0	0	0	0
logic	114	0.000778	45.5	68.6
clock network	0	0	0	0
total	114	0.000778	45.5	68.6
[through the flow]
step | cell area [um2] | worst slack, ns
3_3_place_gp | 2020 | 1.08
5_1_grt | 2020 | 0.633
3_5_place_dp | 2020 | 0.965
4_1_cts | 2020 | 0.971
2_1_floorplan | 1290 | 1.35
6_report | 2020 | 0.927
[per-layer routing]
layer / GRT usage [%] / wire length [um]
met1: 10.6 / 2440
met2: 13.4 / 2810
met3: 1.70 / 467
met4: 1.34 / 91
met5: 0 / 0
[synthesized netlist by cell type, types with 2 or more instances]
library cell,n
o211ai_1,2
a31oi_1,2
nor2_1,11
o21a_1,3
and3b_1,2
or3_1,2
o32ai_1,2
o22ai_1,2
clkbuf_1,9
a211o_1,2
buf_4,46
and3_1,4
o31ai_1,3
or4_4,2
nand4_1,4
nand3_1,5
inv_1,6
and2_1,7
a21o_1,8
a22o_1,2
nand3b_1,2
nand2_1,18
nor3_1,5
a21oi_1,10
nand2b_1,5
buf_1,2
a32oi_1,2
o21ai_0,12
nor2b_1,5
or2_2,4
[how the worst max path moves through the flow]
stage | end | from | slack (ns)
final | imm[36] | inst[1] | 0.93
after global routing | imm[44] | inst[1] | 0.63
after CTS | imm[21] | inst[1] | 0.97
[area by class of cell]
type                            instances  area (um2)  area share (%)
Multi-Input combinational cell        142         881            43.6
Inverter                                6        22.5            1.11
Timing Repair Buffer                   99         983            48.6
Tap cell                              108         135            6.68
[kinds of logic (layout without fill, tap and decap cells)]
| group | count (synthesis) | after routing | synth area share (%) |
|---|---|---|---|
| AOI/OAI and AO/OA | 62 | 62 | 33.5 |
| buffers and inverters | 64 | 105 | 32.0 |
| and+or+nand+nor | 80 | 80 | 34.5 |
[critical path, cell delays in order]
cell	delay, ns
clkdlybuf4s50_1	0.79
nor3_1	0.44
nand3_1	0.20
o311ai_1	0.66
nor3_1	0.13
nor2_2	0.11
buf_4	0.35
clkdlybuf4s50_1	0.55
Power is estimated from default activity; no workload was simulated.
